`flow/config.mk`:
```
export PLATFORM = sky130hd
export DESIGN_NAME = my_add
export DESIGN_NICKNAME = my_add
export VERILOG_FILES = /design/flow/design.v
export SDC_FILE = /design/flow/constraint.sdc
export NUM_CORES = 4
export LEC_CHECK = 1
export CORE_AREA = 10 10 95 95
export DIE_AREA = 0 0 105 105
```
`flow/constraint.sdc`:
```
current_design my_add

set clk_period 12.6
set clk_io_pct 0.2

create_clock -name clk0 -period $clk_period

set non_clock_inputs [all_inputs -no_clocks]
set_input_delay [expr $clk_period * $clk_io_pct] -clock clk0 $non_clock_inputs
set_output_delay [expr $clk_period * $clk_io_pct] -clock clk0 [all_outputs]
```
`flow/design.v`:
```
`timescale 1ns / 1ps
module my_add(ain, bin, dout, overflow);
    parameter BITWIDTH = 32;
    input [BITWIDTH-1:0] ain;
    input [BITWIDTH-1:0] bin;
    output [BITWIDTH-1:0] dout;
    output overflow;
    assign {overflow, dout} = ain + bin;
endmodule
```
`flow/run.sh`:
```
#!/bin/bash
# OpenROAD 26Q1-2900-gdf79404cd8, Yosys 0.63+post, stock flow scripts
make -C /OpenROAD-flow-scripts/flow DESIGN_CONFIG=/design/flow/config.mk WORK_HOME=/design/flow/orfs finish
```
==> Changelog: implementation <==
### Physical design

- Gr usage total: 0.116
- IO Pins: ~97
- WL final: around 6.8 mm
- Setup violators final: 0
- Worst Setup SP: ain[10]
- Syn avg cell area: 6.94 um2
- GPL Wtd Cong: 0.915
- Most frequent cell on the critical path: clkdlybuf4s50_1
- Post-synth seq share: 0
- Post-Syn Instances: approximately 270
- First-pass GRT wire length: ~11 mm
- Most frequent logic cell in the layout: clkdlybuf4s50_1
- Max Transition Viols Final: 0
- P&R area growth vs syn: 55.1%
- Critical Path RT: 10.08 ns
- Worst vdd ir: ~0.021 mV
- Crit-path cells: clkdlybuf4s50_1 > ha_1 > nand4_1 > o22ai_1 > nor4_1 > a21oi_1 > a2111oi_0 > nor4bb_1 > clkdlybuf4s50_1
- Pwr Total: between 0.15 and 0.2 mW
- Vias in the first global route: approximately 2300
- Post-CTS Setup Bufs: 0
- Yosys top cell by area: ha_1
- MaxCap Viol Count: 0
- Top cell area share: 0.211
- Dominant logic cell types in the final layout: clkdlybuf4s50_1, a21oi_1, ha_1, nand2_1, nor2_1
- Final hold violations: 0
- Largest net degree at the start of global routing: 12
- Hold Startpoint: bin[0]
- Register area: 0 um2
- Synth Cell Area: 1900 um2
- Tcrit/Tclk final: 0.628
- Max FO, Critical Path: 7
- Initial drt markers: about 86
- Slew HR: 0.631
- CP max stage cell: clkdlybuf4s50_1
- Floorplan core density: 0.275
- Num rows: 30
- Average wire per standard cell: approximately 15 um
- Fillers: roughly 740
- Static Leak: 1.22 nW
- Crit. End Element: primary output
- Die Wd: around 110 um
- Place WS: between 4 and 5 ns
- Fmax: between 100 and 150 MHz
- Remaining Overflow, GRT: 0
- Share of cells above drive strength 1: 0.0304
- Pwr dens: around 56 nW/um2
- Die Y: 105 um
- Startpoint Class: input port
- DRC viols: 0
- Yosys warns: 0
- ANT cells: 0
- Critical setup path kind: input port to primary output
- Tightest Pin Transition: about 0.55 ns
- Drt first pass iters: 5
- Initial antenna violation count: 0
- RSZ-0062 raised after global routing: false
- Tool Warnings: 32
- Setup ws final: 4.69 ns
- Status: completed
- Slowest stage delay, CP: about 0.53 ns
- Worst path arrival time: 5.39 ns
- DIE AREA: roughly 11000 um2
- Hold buffers post-CTS: 0
- DPL Wire Length: a little over 6 mm
- Largest cells by area after synthesis: ha_1, a21oi_1, xnor2_1, a21o_1, xor2_1
- Cell family with the largest share of critical-path delay: buffers and inverters
- Tmin final: approximately 7.9 ns
- Cts repair resizes: 0
- Vias: 2326
- Cell count in the Yosys report: roughly 270
- Seq cells: 0
- Port Buffers: a little under 100
- Distinct cells, synth: around 51
- Core area: just under 7000 um2
- TNS Setup: 0 ns
- CP bufs+invs: 2
- Worst hold-check path type: input port to primary output
- Vias/cell: roughly 5.1
- DRT antenna net count: 0
- Yosys stat chip area: between 1500 and 2000 um2
- CLK BUF: 0
worst min-delay path: stages:
cell and delay, ns:
clkdlybuf4s50_1 0.45, ha_1 0.12, clkdlybuf4s50_1 0.46
Yosys cell counts, drive strengths merged (3+ instances only):
cell and count:
a21oi 38, ha 32, nand2 21, nor2 19, xnor2 16, nand3 14
o21ai 14, a21o 13, xor2 11, a211oi 8, inv 8, and3 6
clkbuf 6, nor3 6, o211ai 5, o21a 5, a31oi 4, or2 4
and4 3, buf 3, o21bai 3, o31ai 3
path summary, 6_finish.rpt:
check | endpoint | slack (ns) | cells after the start
hold / removal | dout[0] | 6.07 | 3
setup / recovery | dout[27] | 4.69 | 9
cell families after synthesis:
logic type               count (synthesis)  synth area share
XOR/XNOR                                27             0.124
multiplexers                             2            0.0105
adder cells (fa/ha/maj)                 33             0.221
buffers and inverters                   17            0.0388
AND-OR/OR-AND                          111             0.388
AND/OR/NAND/NOR                         84             0.218
through the flow:
step	instance area, um2	utilization	hold slack, ns	std cells
2_1_floorplan	1900	-	5.11	274
6_report	2950	0.427	6.07	458
3_3_place_gp	2950	0.427	6.08	458
4_1_cts	2950	0.427	6.08	458
3_5_place_dp	2950	0.427	6.07	458
5_1_grt	2950	0.427	6.13	458
layout make-up:
| cell class | count | area [um2] | share of cell area |
|---|---|---|---|
| Inverter | 8 | 30.0 | 0.0102 |
| Tap cell | 96 | 120 | 0.0407 |
| Multi-Input combinational cell | 257 | 1830 | 0.620 |
| Timing Repair Buffer | 97 | 971 | 0.329 |
power breakdown:
group | total, mW | switching [mW] | internal, mW
sequential | 0 | 0 | 0
clock | 0 | 0 | 0
combinational | 0.167 | 0.0689 | 0.0976
routing by layer:
| metal | share of wire | track usage | up-vias |
|---|---|---|---|
| met4 | 0 | 0 | 0 |
| met1 | 0.51 | 0.165 | 1026 |
| li1 | - | - | 1230 |
| met2 | 0.44 | 0.192 | 70 |
| met3 | 0.051 | 0.0161 | 0 |
| met5 | 0 | 0 | - |
Power and IR drop assume default switching activity.

$ cat ./design.v
`timescale 1ns / 1ps
module my_mul(
  ain,
  bin,
  dout,
  overflow  
);
    parameter BITWIDTH = 32;
    input [BITWIDTH-1:0] ain;
    input [BITWIDTH-1:0] bin;
    output [BITWIDTH-1:0] dout;
    output overflow;
    wire [63:0] result;
    assign result = ain * bin;
    assign dout = result[31:0];
    assign overflow = |result[63:32];
endmodule
$ cat ./config.mk
export PLATFORM = sky130hd
export DESIGN_NAME = my_mul
export DESIGN_NICKNAME = my_mul
export VERILOG_FILES = /design/flow/design.v
export SDC_FILE = /design/flow/constraint.sdc
export NUM_CORES = 4
export LEC_CHECK = 1
export CORE_UTILIZATION = 40
$ cat ./constraint.sdc
current_design my_mul

set clk_period 26.3
set clk_io_pct 0.2

create_clock -name clk0 -period $clk_period

set non_clock_inputs [all_inputs -no_clocks]
set_input_delay [expr $clk_period * $clk_io_pct] -clock clk0 $non_clock_inputs
set_output_delay [expr $clk_period * $clk_io_pct] -clock clk0 [all_outputs]
$ cat ./run.sh
#!/bin/bash
# OpenROAD 26Q1-2900-gdf79404cd8, Yosys 0.63+post, stock flow scripts
make -C /OpenROAD-flow-scripts/flow DESIGN_CONFIG=/design/flow/config.mk WORK_HOME=/design/flow/orfs finish
==> CHANGELOG.md <==
### Metrics

* Run status: complete, no violations
* Fin crit share at 0.734
* Yosys top cell area share at 0.537
* Vias at 23828
* Postcts setup bufs at 0
* Core area at 82400 µm²
* Synth warn at 0
* RSZ-0062 raised after global routing: false
* Final number of setup-violating endpoints at 0
* Routed wire length at 86.5 mm
* Avg WL per Cell at 18.6 µm
* Area Overhead vs Synth at 5.72%
* Critical Path RT at ~21 ns
* Number of buffers added on ports at 97
* Clock buffer count at 0
* Vias in the first global route at between 20000 and 30000
* Hold WC Path Type: primary input to output port
* Vias per cell at 5.13
* CP Launch Type: primary input
* Residual DRC count at 0
* CP Capture Type: output port
* HPWL Detailed at 72.3 mm
* Relative slew slack at 0.577
* Synth area leaders: fa_1 (54%), and2_1 (11%), ha_1 (9.8%), inv_1 (8.2%), nand2_1 (5.6%)
* Final hold vios at 0
* Chip height at 291 µm
* Ys cells at 3642
* ANT cells at 0
* CTS Hold Buffers Added at 0
* Synthesis area per yosys at about 33000 µm²
* Post-Syn Area per Cell at 9.17 µm²
* Post_cts resized at 0
* Cells after synthesis at 3642
* Register area share after synthesis at 0
* Chip area at 84700 µm²
* # fillers at roughly 8000
* Share of layout cells above drive strength 1 at 0.0307
* CP startpoint: ain[18]
* Worst-margin pin slew at 0.627 ns
* Distinct lib cells used at 81
* Grt ovf at 0
* Largest net degree at the start of global routing at 33
* Fin Setup TNS at 0 ns
* Tool warning count at 32
* Crit path time final at 19.31 ns
* CP max FO at 32
* Initial antenna violation count at 3
* Hold Path Depth at 4
* WP data arrival at around 14 ns
* Ports at 97
* Cell area after layout at between 30000 and 40000 µm²
* Synth top cells by count: fa_1 (896), inv_1 (732), and2_1 (596)
* Yosys top cell by area: fa_1
* TritonRoute pass-1 iters at 5
* Routability cong. at 0.962
* Die width at 291 µm
* First-pass GRT wire length at 146 mm
* Hold Crit Start: bin[0]
* Seq cells at 0
* Antenna Nets Post-Route at 0
* Most common cell in the synthesized netlist: fa_1
* FF/Latch Area at 0 µm²
* FMAX at 0.0518 GHz
* Total GRT Usage at 0.232
* Fp util at 0.406
* Final core utilization at 0.429
* Hold Path Sink: dout[0]
* Critical path type: primary input to output port
* Fin. max-slew vios at 0
* DRT iter0 DRCs at 1040
* Number of max-cap violations at 0
* DP Area at 35300 µm²
* # rows at approximately 110
* Post-Syn Area at 33400 µm²
[worst max-delay path, cell delays in order]
cell	delay, ns
clkdlybuf4s50_1	0.47
buf_4	0.37
and2_1	0.22
fa_1	0.45
fa_1	0.58
inv_1	0.07
fa_1	0.50
fa_1	0.51
inv_1	0.05
fa_1	0.55
fa_1	0.44
fa_1	0.56
inv_1	0.09
fa_1	0.49
inv_1	0.04
ha_1	0.45
a21oi_1	0.16
o21ai_0	0.45
nor3_1	0.12
o311ai_0	0.15
o21ai_0	0.36
o211ai_1	0.26
o31a_1	0.23
nand4_1	0.09
nor4_1	0.38
nand4_1	0.25
clkdlybuf4s50_1	0.46
[metrics by stage]
| step | cells | setup slack, ns | hold WS, ns |
|---|---|---|---|
| floorplan | 3642 | 9.02 | 10.71 |
| global placement | 4648 | 7.02 | 11.74 |
| detailed placement | 4648 | 7.03 | 11.75 |
| CTS | 4648 | 6.97 | 11.75 |
| global route | 4648 | 6.48 | 11.79 |
| finish | 4648 | 6.99 | 11.73 |
[cell families after synthesis]
kind of cell | count (synthesis) | share of synthesized area
buf+inv | 958 | 0.109
xor+xnor | 50 | 0.0131
fa+ha+maj | 1159 | 0.635
simple gates | 1244 | 0.193
mux | 3 | 0.000936
compound gates | 228 | 0.0487
[routing by layer]
metal / share of wire / up-vias / track usage
met5: 0 / - / 0
met4: 0.018 / 0 / 0.0323
met3: 0.069 / 80 / 0.0590
met2: 0.51 / 834 / 0.387
met1: 0.40 / 12323 / 0.326
li1: - / 10591 / -
[worst max path at each step]
stage	to	slack (ns)	depth (start not counted)
after global routing	overflow	6.48	29
after CTS	overflow	6.97	27
final	overflow	6.99	27
[layout by cell type (no fill, tap or decap), types with 6 or more instances in the layout]
cell / count
a21o_1: 22
a21oi_1: 65
a31oi_1: 8
and2_1: 596
and3_1: 6
buf_4: 64
clkdlybuf4s50_1: 97
fa_1: 896
ha_1: 263
inv_1: 732
nand2_1: 501
nand3_1: 15
nand4_1: 30
nor2_1: 45
nor3_1: 12
o211ai_1: 8
o21a_1: 16
o21ai_0: 36
o21ai_1: 9
o31ai_1: 6
xnor2_1: 31
xor2_1: 19
[final cells by class]
cell class / count / area (µm²) / share of cell area
multi-input cells: 2684 / 29800 / 0.843
inverters: 733 / 2750 / 0.0779
repair buffers: 161 / 1450 / 0.0411
well taps: 1070 / 1340 / 0.0379
